### config.mk
export PLATFORM = sky130hd
export DESIGN_NAME = fetch
export DESIGN_NICKNAME = fetch
export VERILOG_FILES = /design/flow/design.v
export SDC_FILE = /design/flow/constraint.sdc
export NUM_CORES = 4
export LEC_CHECK = 1
export CORE_UTILIZATION = 30
export SYNTH_HDL_FRONTEND = slang
### constraint.sdc
current_design fetch

set clk_period 6.8
set clk_io_pct 0.2

create_clock -name clk0 -period $clk_period [get_ports {clk}]

set non_clock_inputs [all_inputs -no_clocks]
set_input_delay [expr $clk_period * $clk_io_pct] -clock clk0 $non_clock_inputs
set_output_delay [expr $clk_period * $clk_io_pct] -clock clk0 [all_outputs]
### design.v
package common;
	parameter XLEN = 64;
	parameter MXLEN = XLEN;
	parameter LINK_REG_ID = 1;
	parameter logic[63:0] PCINIT = 64'h00000000_80000000;
	parameter PC_SUCCESS = 32'h0000_00f8;
	parameter PC_FAILED1 = 32'h0000_00f0;
	parameter PC_FAILED2 = 32'h0000_00f4;
	parameter PC_FAILED3 = 32'h0000_00fc;
	typedef logic[128:0] u129;
	typedef logic[127:0] u128;
	typedef logic[64:0] u65;
	typedef logic[63:0] u64;
	typedef logic[43:0] u44;
	typedef logic[31:0] u32;
	typedef logic[19:0] u20;
	typedef logic[15:0] u16;
	typedef logic[14:0] u15;
	typedef logic[13:0] u14;
	typedef logic[12:0] u13;
	typedef logic[11:0] u12;
	typedef logic[10:0] u11;
	typedef logic[9:0]  u10;
	typedef logic[8:0]  u9;
	typedef logic[7:0]  u8;
	typedef logic[6:0]  u7;
	typedef logic[5:0]  u6;
	typedef logic[4:0]  u5;
	typedef logic[3:0]  u4;
	typedef logic[2:0]  u3;
	typedef logic[1:0]  u2;
	typedef logic 	    u1;
    typedef u5 creg_addr_t;
    typedef u32 word_t;
endpackage
package pipes;
    import common::*;
endpackage
module fetch
    import common::*;
    import pipes::*;(
        input logic clk,reset,  
        input logic jump,
        input u32 jump_addr,
        output u32 pc,
        output u32 instruction
    );
    u32 pc_next;
    always_ff @(posedge clk or posedge reset) begin
        if (reset) begin
            pc <= 32'b0;  
        end else begin
            pc <= pc_next;  
        end
    end
    always_comb begin
        if (jump) begin
            pc_next = jump_addr;  
        end else begin
            pc_next = pc + 4;  
        end
    end
    imem imem_inst (
        .pc(pc),
        .instruction(instruction)
    );
endmodule
module pcselect
    import common::*;
    import pipes::*;(
        input u1 clk, reset,
        input u32 pc_plus,
        input u32 jump_addr,
        input u1 jump,
        output u32 pc_selected
    );
endmodule
module imem
    import common::*;
    import pipes::*;
    #(parameter VALID_ADDR_WIDTH = 8)(
        input u32 pc,
        output u32 instruction
    );
    u8 mem [2**VALID_ADDR_WIDTH-1:0];
    assign instruction = {
        mem[pc[VALID_ADDR_WIDTH-1:0]],
        mem[pc[VALID_ADDR_WIDTH-1:0]+1],
        mem[pc[VALID_ADDR_WIDTH-1:0]+2],
        mem[pc[VALID_ADDR_WIDTH-1:0]+3]
    };
    initial begin
        $readmemh("instructions.mem", mem);
    end
endmodule
module dmem
    import common::*;
    import pipes::*;
    #(parameter VALID_ADDR_WIDTH = 8)(
        input logic clk,
        input logic we,
        input u32 addr,
        input word_t write_data,
        output word_t read_data
    );
    u8 mem [2**VALID_ADDR_WIDTH-1:0];
    assign read_data = {
        mem[addr[VALID_ADDR_WIDTH-1:0]],
        mem[addr[VALID_ADDR_WIDTH-1:0]+1],
        mem[addr[VALID_ADDR_WIDTH-1:0]+2],
        mem[addr[VALID_ADDR_WIDTH-1:0]+3]
    };
    always_ff @(posedge clk) begin
        if (we) begin
            mem[addr[VALID_ADDR_WIDTH-1:0]] <= write_data[31:24];
            mem[addr[VALID_ADDR_WIDTH-1:0]+1] <= write_data[23:16];
            mem[addr[VALID_ADDR_WIDTH-1:0]+2] <= write_data[15:8];
            mem[addr[VALID_ADDR_WIDTH-1:0]+3] <= write_data[7:0];
        end
    end
endmodule
### run.sh
#!/bin/bash
# OpenROAD 26Q1-2900-gdf79404cd8, Yosys 0.63+post, stock flow scripts
make -C /OpenROAD-flow-scripts/flow DESIGN_CONFIG=/design/flow/config.mk WORK_HOME=/design/flow/orfs finish
==> changes_impl.md <==
### Metrics

* Total grt overflow at 0
* Slew Limit Fails at 0
* # rows at 29
* Slew HR at 0.425
* Worst Slack Setup Final at 3.89 ns
* Post-synthesis xor/xnor area fraction at 0.0467
* Diodes inserted at 0
* Pwr/cell area at 175 mW/mm^2
* Syn_area_per_cell at 9.00 um^2
* MaxCap Viol Count at 0
* I/O pin count at 99
* R2r setup slk at 4.71 ns
* RSZ-0062 raised after global routing: no
* Port Buf Inserts at 66
* R2R cell count at 4
* TritonCTS Buffers at 5
* H-tree level count at 2
* WL per Instance at approximately 13 um
* Pre-Place Util at 0.317
* Clock period minus final worst setup slack at about 2.9 ns
* Hold crit path type: reg -> reg
* Die y size at 84.9 um
* Area Overhead vs Synth at 31.0%
* Outcome: finished, final reports clean
* TritonCTS clock tree: done
* Layout cells sized above 1 at 0.0556
* Max FFs per register at 32
* Pin count of the biggest net entering global routing at 35
* Req. time, crit path at ~7 ns
* Yosys stat cell total at 229
* Clock slew at reported path FFs at ~0.060 ns
* Routed Antenna Nets at 0
* Chip width at 84.9 um
* Crit-path max FO at 34
* Setup TNS at 0 ns
* Top logic family: simple AND/OR/NAND/NOR gates
* Total track usage at 0.139
* Vias in the first global route at 1,636
* Register bit total from synthesis at 32
* Min Hold Slack at 0.511 ns
* CTS resizes at 0
* Vias per cell at slightly below 5
* Post-route cell area at 0.00270 mm^2
* Setup Buffers After CTS at 0
* Crit path arrival time at 3.11 ns
* OpenROAD warnings at 25
* GPL Wtd Cong at 0.750
* Leakage at 1.09 nW
* Unique masters post-synth at 30
* Final setup vio count at 0
* Compound Share, Synth at 0.135
* First-pass GRT wire length at 7.83 mm
* Drt pass-1 iters at 22
* Slew @ Worst Pin at 0.861 ns
* Largest regs: pc (32)
* Full die area at 0.00721 mm^2
* Final hold viol count at 0
* Synth Cell Area at 0.00206 mm^2
* Mux share at 0.0164
* Peak VDD IR at 0.0841 mV
* Iter 0 DRT Violations at 88
* Final period utilization at 0.429
* Vias at ~1,800
* CP endpoint kind: flop
* Post-Synth Simple-Gate Area at 0.240
* Area of the core at 0.00649 mm^2
* Register area share after synthesis at 0.388
* CTS Sinks at 32
* Initial antenna violation count at 0
* Final HPWL DP at 3.28 mm
* Maximum clock insertion buffer count at 2
* Residual DRC count at 0
* RR Startpoint: pc[5]
* Post-DP Area at about 0.0026 mm^2
* CTS root buffer: clkbuf_8
* Cts hold-fix bufs at 0
* Yosys stat chip area at 0.00206 mm^2
* Adder Area Share at 0.00607
* Kind of critical path: in -> reg
* Syn Inst Count at between 200 and 250
* Top reg by flops: pc
* Crit path to: pc[27]
* Routed WL at 4.66 mm
* Overall power at approximately 0.00047 W
* CP Launch Type: input port
* Yosys warning count at 0
* Place WS at about 3.6 ns
* Clock Skew at 0.00531 ns
* Reg2reg end: pc[31]
* F_max at 343 MHz
* CP Launch Point: jump
* Worst skew pair latency at roughly 0.28 ns
-- layout by cell type, fill, tap and decap left out --
master,Yosys,routed
or3_1,3,3
and4_1,4,4
nor2_1,14,14
nand4_2,2,2
xor2_1,9,9
clkinv_2,0,1
o311ai_0,1,1
xnor2_1,2,2
clkbuf_8,1,5
nand3_1,9,9
dfrtp_1,32,32
o21ai_0,14,14
or2_2,1,1
mux2_2,3,3
ha_1,1,1
o31ai_1,12,12
clkbuf_1,8,1
o211ai_1,3,3
nand2_4,1,1
and3_1,3,3
nand4_4,1,1
and2_1,3,3
a31oi_1,14,14
or4_1,14,14
inv_1,4,4
nand2_1,23,23
buf_4,32,2
nand4_1,8,8
conb_1,1,32
clkdlybuf4s50_1,0,66
-- per-layer routing --
metal,share of wire,GRT usage
met2,0.48,0.216
met3,0.047,0.0365
met5,0,0
met4,0.0086,0.0139
met1,0.47,0.208
-- report_power, final --
group / switching, W / total, W / internal, W
logic: 0.0000332 / 0.000101 / 0.0000676
clock network: 0.0000670 / 0.000136 / 0.0000695
registers: 0.0000249 / 0.000234 / 0.000209
total: 0.000125 / 0.000472 / 0.000346
-- layout make-up --
type / instances / area, um^2
Timing Repair Buffer: 68 / 676
Inverter: 4 / 15.0
Multi-Input combinational cell: 177 / 1040
Clock inverter: 1 / 5.00
Tap cell: 77 / 96.3
Clock buffer: 6 / 72.6
Sequential cell: 32 / 801
Fill cell: 645 / 3790
-- cell families after synthesis --
family                   count (synthesis)
AND/OR/NAND/NOR                         86
AND-OR/OR-AND                           44
XOR/XNOR                                11
other                                    1
buffers and inverters                   51
flip-flops                              32
multiplexers                             3
adder cells (fa/ha/maj)                  1
-- worst max-delay path, stage by stage --
cell and delay (ns):
clkdlybuf4s50_1 0.39, buf_4 0.23, inv_1 0.67, o311ai_0 0.29, o211ai_1 0.16
-- cell usage after synthesis, drive strengths merged --
| cell type | count | share of area |
|---|---|---|
| a31oi | 14 | 0.042 |
| and2 | 3 | 0.0091 |
| and3 | 3 | 0.0091 |
| and4 | 4 | 0.017 |
| buf | 38 | 0.14 |
| clkbuf | 9 | 0.021 |
| conb | 1 | 0.0018 |
| dfrtp | 32 | 0.39 |
| ha | 1 | 0.0061 |
| inv | 4 | 0.0073 |
| mux2 | 3 | 0.016 |
| nand2 | 24 | 0.047 |
| nand3 | 9 | 0.022 |
| nand4 | 11 | 0.047 |
| nor2 | 14 | 0.025 |
| o211ai | 3 | 0.011 |
| o21ai | 14 | 0.034 |
| o311ai | 1 | 0.0042 |
| o31ai | 12 | 0.044 |
| or2 | 1 | 0.0030 |
| or3 | 3 | 0.0091 |
| or4 | 14 | 0.051 |
| xnor2 | 2 | 0.0085 |
| xor2 | 9 | 0.038 |
-- worst min path at each step --
stage | startpoint | to | slack [ns] | depth (start not counted)
after CTS | pc[2] | pc[2] | 0.52 | 1
after global routing | pc[0] | pc[0] | 0.54 | 1
final | pc[2] | pc[2] | 0.51 | 1
-- stage by stage --
stage / cells / utilization
2_1_floorplan: 260 / -
6_report: 365 / 0.416
3_3_place_gp: 358 / 0.404
4_1_cts: 365 / 0.416
5_1_grt: 365 / 0.416
3_5_place_dp: 358 / 0.404
Power and IR drop assume default switching activity.
