**design/flow/run.sh**
```bash
#!/bin/bash
# OpenROAD 26Q1-2900-gdf79404cd8, Yosys 0.63+post, stock flow scripts
make -C /OpenROAD-flow-scripts/flow DESIGN_CONFIG=/design/flow/config.mk WORK_HOME=/design/flow/orfs finish
```
**design/flow/config.mk**
```make
export PLATFORM = sky130hd
export DESIGN_NAME = writeback
export DESIGN_NICKNAME = writeback
export VERILOG_FILES = /design/flow/design.v
export SDC_FILE = /design/flow/constraint.sdc
export NUM_CORES = 4
export LEC_CHECK = 1
export CORE_AREA = 10 10 70 70
export DIE_AREA = 0 0 80 80
export SYNTH_HDL_FRONTEND = slang
```
**design/flow/constraint.sdc**
```tcl
current_design writeback

set clk_period 1.0
set clk_io_pct 0.2

create_clock -name clk0 -period $clk_period

set non_clock_inputs [all_inputs -no_clocks]
set_input_delay [expr $clk_period * $clk_io_pct] -clock clk0 $non_clock_inputs
set_output_delay [expr $clk_period * $clk_io_pct] -clock clk0 [all_outputs]
```
**design/flow/design.v**
```verilog
package common;
	parameter XLEN = 64;
	parameter MXLEN = XLEN;
	parameter LINK_REG_ID = 1;
	parameter logic[63:0] PCINIT = 64'h00000000_80000000;
	parameter PC_SUCCESS = 32'h0000_00f8;
	parameter PC_FAILED1 = 32'h0000_00f0;
	parameter PC_FAILED2 = 32'h0000_00f4;
	parameter PC_FAILED3 = 32'h0000_00fc;
	typedef logic[128:0] u129;
	typedef logic[127:0] u128;
	typedef logic[64:0] u65;
	typedef logic[63:0] u64;
	typedef logic[43:0] u44;
	typedef logic[31:0] u32;
	typedef logic[19:0] u20;
	typedef logic[15:0] u16;
	typedef logic[14:0] u15;
	typedef logic[13:0] u14;
	typedef logic[12:0] u13;
	typedef logic[11:0] u12;
	typedef logic[10:0] u11;
	typedef logic[9:0]  u10;
	typedef logic[8:0]  u9;
	typedef logic[7:0]  u8;
	typedef logic[6:0]  u7;
	typedef logic[5:0]  u6;
	typedef logic[4:0]  u5;
	typedef logic[3:0]  u4;
	typedef logic[2:0]  u3;
	typedef logic[1:0]  u2;
	typedef logic 	    u1;
    typedef u5 creg_addr_t;
    typedef u32 word_t;
endpackage
package pipes;
    import common::*;
endpackage
module writeback
    import common::*;
    import pipes::*;(
        input logic [31:0] alu_result,     
        input logic [31:0] read_data,      
        input logic mem_to_reg,            
        input logic reg_write,             
        input logic [4:0] regfile_wa,      
        output logic [31:0] write_data     
    );
    assign write_data = (mem_to_reg) ? read_data : alu_result;
endmodule
```
==> results.tsv <==
metric	value	unit
leakagePower	0.830	nW
port_buffers	97	
dp.cells	177	
finalClockPeriodUsage	108	%
chipWidth	80	µm
grt_start_max_net_pins	10	
syn_inst	36	
clock_buffers	0	
ys_area	544	µm²
wl_per_cell	15.1	µm
critPathKind	in2out	
drt-total-wl	2700	µm
diodes	0	
finalHoldViolCount	0	
grt_pass1_vias	724	
violations	setup timing	
syn_to_final_growth	180	%
ant_nets	0	
drv_slew	0	
cp_max_fo	9	
post-route-min-period	1.08	ns
post_synth.cell_area_avg	15.1	µm²
die_area	6400	µm²
hp-class	in2out	
io_pins	103	
relSlewSlack	94.6	%
fin_cells	179	
setup_violations	32	
ir_drop	144	µV
yosys_warnings	0	
critPathCaptureType	primary output	
postCtsSetupBuffers	0	
nFlopsAndLatches	0	
drt_iter0_drc	2	
power_density	393	nW/µm²
gp_congestion	0.760	
cp.required	0.80	ns
warnings	40	
topCellsByArea	mux2_4 (83%), buf_12 (11%), mux2_2 (4.1%)	
grt.total_usage	7.60	%
postCtsHoldBufs	0	
finalWorstSetupSlack	-0.0786	ns
yosysTopAreaCellShare	82.8	%
fmax	927	MHz
drive_gt1_share	51.9	%
core	3420	µm²
synth_area_leader_cell	mux2_4	
ys_seq_share	0	%
fp_util	15.9	%
hold_ws	0.794	ns
overflow	0	
arrival	0.88	ns
antenna_found_initial	0	
ys_cells	36	
syn-cell-area	544	µm²
dp_hpwl	2380	µm
dr.pass1.iters	2	
row_count	21	
drc	0	
viasPerCell	3.70	
die.size.y	80	µm
cp-start-kind	primary input	
status	finished, violations left	
synth_cell_type_count	4	
dr_total_vias	662	
rsz0062_at_grt	true	
grt_pass1_wl	3950	µm
tightestPinTransition	0.0806	ns
ff_latch_area	0	µm²
maxCapViolCount	0	
[cell usage in the layout (no fill, tap or decap)]
master	instances
buf_2	8
dlygate4sd2_1	64
mux2_4	32
buf_12	3
buf_16	2
buf_6	24
[final timing paths]
kind                  startpoint        endpoint  slack, ns  cells after the start
setup / recovery      mem_to_reg  write_data[15]      -0.08                      4
hold / removal    alu_result[25]  write_data[25]       0.79                      3
[final cells by class]
cell class	instances	area (µm²)
well taps	46	57.6
fillers	349	1890
multi-input cells	32	480
repair buffers	101	986
[routing by layer]
| layer | vias to the layer above | part of all wire (%) | GRT usage (%) |
|---|---|---|---|
| met3 | 0 | 12 | 3.41 |
| met5 | - | 0 | 0 |
| li1 | 332 | - | - |
| met4 | 0 | 0 | 0 |
| met1 | 279 | 41 | 9.16 |
| met2 | 51 | 47 | 12.8 |
[worst max-delay path, stage by stage]
cell and delay (ns):
buf_12 0.12, buf_12 0.14, mux2_4 0.30, buf_6 0.11
[synthesized netlist by cell type]
| cell | n |
|---|---|
| mux2_2 | 2 |
| buf_12 | 3 |
| mux2_4 | 30 |
| buf_6 | 1 |
[power by group]
part	internal, mW	switching (mW)
logic	0.466	0.134
registers	0	0
clock network	0	0
total	0.466	0.134
[cells by family after synthesis]
| kind of cell | after synthesis | share of synthesized area [%] |
|---|---|---|
| buffers and inverters | 4 | 13.1 |
| multiplexers | 32 | 86.9 |
[through the flow]
step | setup slack, ns | utilization, % | TNS (ns) | instance area [µm²] | total power [mW]
6_report | -0.0786 | 44.6 | -2.31 | 1520 | 0.600
5_1_grt | -0.0965 | 44.6 | -2.79 | 1520 | 0.641
2_1_floorplan | 0.0669 | - | 0 | 544 | 0.206
4_1_cts | -0.0844 | 43.5 | -2.48 | 1490 | 0.587
3_3_place_gp | -0.492 | 45.0 | -15.30 | 1540 | 0.654
3_5_place_dp | -0.498 | 45.0 | -15.32 | 1540 | 0.656
[what timing repair did]
action	in CTS	in global routing
cloned	2	0
endpoints found under the setup margin	32	32
pin swaps	0	0
gates resized	186	6
No activity file was given, so power comes from the tool's default toggle rates.
