==> flow/design.v <==
package common;
	parameter XLEN = 64;
	parameter MXLEN = XLEN;
	parameter LINK_REG_ID = 1;
	parameter logic[63:0] PCINIT = 64'h00000000_80000000;
	parameter PC_SUCCESS = 32'h0000_00f8;
	parameter PC_FAILED1 = 32'h0000_00f0;
	parameter PC_FAILED2 = 32'h0000_00f4;
	parameter PC_FAILED3 = 32'h0000_00fc;
	typedef logic[128:0] u129;
	typedef logic[127:0] u128;
	typedef logic[64:0] u65;
	typedef logic[63:0] u64;
	typedef logic[43:0] u44;
	typedef logic[31:0] u32;
	typedef logic[19:0] u20;
	typedef logic[15:0] u16;
	typedef logic[14:0] u15;
	typedef logic[13:0] u14;
	typedef logic[12:0] u13;
	typedef logic[11:0] u12;
	typedef logic[10:0] u11;
	typedef logic[9:0]  u10;
	typedef logic[8:0]  u9;
	typedef logic[7:0]  u8;
	typedef logic[6:0]  u7;
	typedef logic[5:0]  u6;
	typedef logic[4:0]  u5;
	typedef logic[3:0]  u4;
	typedef logic[2:0]  u3;
	typedef logic[1:0]  u2;
	typedef logic 	    u1;
    typedef u5 creg_addr_t;
    typedef u32 word_t;
endpackage
package pipes;
    import common::*;
endpackage
module alu
    import common::*;
    import pipes::*;(
         input logic[31:0] srca, srcb,
        input logic[3:0] alufunc,
        output logic[31:0] result,
        output logic zero  
    );
    typedef enum logic[3:0] { 
        ADD = 4'b0001,
        SUB = 4'b0010,
        AND = 4'b0011,
        OR = 4'b0100,
        LESS = 4'b0101
    } ALU_Op;
    always_comb begin
        case(alufunc)
            ADD: result = srca + srcb;
            SUB: result = srca - srcb;
            LESS: result = $signed(srca) < $signed(srcb) ? 32'b1 : 32'b0;
            AND: result = srca & srcb;
            OR: result = srca | srcb;
            default: result = 32'b0;
        endcase
    end
    assign zero = (result == 32'b0);
endmodule
module core
    import common::*;
    import pipes::*;(
        input logic clk, reset,
        output u32 instr_addr,
        input u32 instruction,
        output u32 data_addr,
        input word_t read_data,
        output word_t write_data,
        output u1 write_enable
    );
    u32 pc, pc_next;
    assign instr_addr = pc;
    logic [4:0] regfile_ra1, regfile_ra2, regfile_wa;
    logic [31:0] regfile_rd1, regfile_rd2, imm_ext;
    logic [3:0] alu_control;
    logic reg_write, mem_read, mem_write, branch;
    logic jump;
    logic [31:0] jump_addr;
    logic mem_to_reg;
    decode decode_inst (
        .clk(clk),
        .reset(reset),
        .instruction(instruction),
        .regfile_rd1(regfile_rd1),
        .regfile_rd2(regfile_rd2),
        .regfile_ra1(regfile_ra1),
        .regfile_ra2(regfile_ra2),
        .regfile_wa(regfile_wa),
        .imm_ext(imm_ext),
        .alu_control(alu_control),
        .reg_write(reg_write),
        .mem_read(mem_read),
        .mem_write(mem_write),
        .branch(branch),
        .mem_to_reg(mem_to_reg),
        .jump(jump),
        .jump_addr(jump_addr)
    );
    logic [31:0] alu_result;
    logic zero, branch_taken;
    logic alu_src;
    assign alu_src = (instruction[31:26] == 6'b001000) ||  
                    (instruction[31:26] == 6'b100011) ||  
                    (instruction[31:26] == 6'b101011);    
    execute execute_inst (
        .rs_data(regfile_rd1),
        .rt_data(regfile_rd2),
        .imm_ext(imm_ext),
        .alu_control(alu_control),
        .alu_src(alu_src),
        .branch(branch),
        .alu_result(alu_result),
        .zero(zero),
        .branch_taken(branch_taken)
    );
    memory memory_inst (
        .clk(clk),
        .mem_read(mem_read),
        .mem_write(mem_write),
        .addr(alu_result),
        .write_data(regfile_rd2),
        .read_data(read_data)
    );
    logic [31:0] reg_write_data;
    assign reg_write_data = mem_to_reg ? read_data : alu_result;
    regfile regfile_inst(
        .clk(clk), 
        .reset(reset),
        .ra1(regfile_ra1), 
        .ra2(regfile_ra2),
        .rd1(regfile_rd1), 
        .rd2(regfile_rd2),
        .wa(regfile_wa),
        .wd(reg_write_data),
        .we(reg_write)
    );
    assign data_addr = alu_result;
    assign write_enable = mem_write;
    assign write_data = regfile_rd2;
    always_ff @(posedge clk or posedge reset) begin
        if (reset) begin
            pc <= 32'b0;
        end else begin
            pc <= pc_next;
        end
    end
    always_comb begin
        if (jump) begin
            pc_next = jump_addr;
        end else if (branch_taken) begin
            pc_next = pc + 4 + (imm_ext << 2);
        end else begin
            pc_next = pc + 4;
        end
    end
    initial begin
        $monitor("PC = %h, Instruction = %h, Branch = %b, Jump = %b, Branch_taken = %b, PC_next = %h, ALU_result = %h, ALU_src = %b, mem_to_reg = %b, reg_write_data = %h",
                 pc, instruction, branch, jump, branch_taken, pc_next, alu_result, alu_src, mem_to_reg, reg_write_data);
    end
endmodule
module decode
    import common::*;
    import pipes::*;(
        input logic clk, reset,
        input word_t instruction,
        input word_t regfile_rd1,
        input word_t regfile_rd2,
        output creg_addr_t regfile_ra1,
        output creg_addr_t regfile_ra2,
        output creg_addr_t regfile_wa,
        output word_t imm_ext,
        output logic [3:0] alu_control,
        output logic reg_write,
        output logic mem_read,
        output logic mem_write,
        output logic branch,
        output logic mem_to_reg,
        output logic jump,
        output word_t jump_addr
    );
    logic [5:0] opcode;
    logic [4:0] rs, rt, rd;
    logic [15:0] imm;
    logic [5:0] funct;
    assign opcode = instruction[31:26];
    assign rs = instruction[25:21];
    assign rt = instruction[20:16];
    assign rd = instruction[15:11];
    assign imm = instruction[15:0];
    assign funct = instruction[5:0];
    always_comb begin
        reg_write = 1'b0;
        mem_read = 1'b0;
        mem_write = 1'b0;
        branch = 1'b0;
        jump = 1'b0;
        mem_to_reg = 1'b0;
        alu_control = 4'b0000;
        imm_ext = {{16{imm[15]}}, imm};  
        jump_addr = 32'b0;
        case (opcode)
            6'b000000: begin  
                reg_write = 1'b1;
                case (funct)
                    6'b100000: alu_control = 4'b0001;  
                    6'b100010: alu_control = 4'b0010;  
                    6'b100100: alu_control = 4'b0011;  
                    6'b100101: alu_control = 4'b0100;  
                    6'b101010: alu_control = 4'b0101;  
                    default: alu_control = 4'b0000;
                endcase
            end
            6'b100011: begin  
                reg_write = 1'b1;
                mem_read = 1'b1;
                mem_to_reg = 1'b1;
                alu_control = 4'b0001;  
            end
            6'b101011: begin  
                mem_write = 1'b1;
                alu_control = 4'b0001;  
            end
            6'b001000: begin  
                reg_write = 1'b1;
                alu_control = 4'b0001;  
            end
            6'b000100: begin  
                branch = 1'b1;
                alu_control = 4'b0010;  
            end
            6'b000010: begin  
                jump = 1'b1;
                jump_addr = {instruction[31:28], instruction[25:0], 2'b00};
            end
            default: begin
            end
        endcase
    end
    assign regfile_ra1 = rs;
    assign regfile_ra2 = rt;
    assign regfile_wa = (opcode == 6'b000000) ? rd : rt;
    initial begin
        $monitor("Decode: opcode = %h, rs = %d, rt = %d, rd = %d, imm = %h, imm_ext = %h, alu_control = %b, reg_write = %b, mem_read = %b, mem_write = %b, branch = %b, jump = %b",
                 opcode, rs, rt, rd, imm, imm_ext, alu_control, reg_write, mem_read, mem_write, branch, jump);
    end
endmodule
module execute
    import common::*;
    import pipes::*;(
        input word_t rs_data,
        input word_t rt_data,
        input word_t imm_ext,
        input logic [3:0] alu_control,
        input logic alu_src,
        input logic branch,
        output word_t alu_result,
        output logic zero,
        output logic branch_taken
    );
    word_t alu_operand2;
    assign alu_operand2 = alu_src ? imm_ext : rt_data;
    alu alu_inst (
        .srca(rs_data),
        .srcb(alu_operand2),
        .alufunc(alu_control),
        .result(alu_result),
        .zero(zero)
    );
    logic compare_result;
    assign compare_result = (rs_data == rt_data);
    assign branch_taken = branch && compare_result;
    initial begin
        $monitor("Execute: rs_data = %h, rt_data = %h, imm_ext = %h, alu_src = %b, alu_operand2 = %h, alu_control = %b, alu_result = %h, compare_result = %b, branch = %b, branch_taken = %b",
                 rs_data, rt_data, imm_ext, alu_src, alu_operand2, alu_control, alu_result, compare_result, branch, branch_taken);
    end
endmodule
module memory
    import common::*;
    import pipes::*;(
        input logic clk,                   
        input logic mem_read,              
        input logic mem_write,             
        input logic [31:0] addr,           
        input logic [31:0] write_data,     
        output logic [31:0] read_data      
    );
    dmem dmem_inst (
        .clk(clk),
        .we(mem_write),
        .addr(addr),
        .write_data(write_data),
        .read_data(read_data)
    );
endmodule
module regfile
    import common::*;
    import pipes::*;(
        input logic clk, reset,
        input creg_addr_t ra1, ra2,
        output word_t rd1, rd2,
        input creg_addr_t wa,
        input word_t wd,
        input logic we
    );
    word_t [31:0] regs, regs_nxt;
    assign rd1 = (ra1 == 0) ? 32'b0 : regs[ra1];
    assign rd2 = (ra2 == 0) ? 32'b0 : regs[ra2];
    always_ff @(posedge clk) begin
        if (reset) begin
            regs <= '0;
        end else begin
            regs <= regs_nxt;
        end
    end
    always_comb begin
        regs_nxt = regs;
        if (we && (wa != 0)) begin
            regs_nxt[wa] = wd;
        end
    end
    initial begin
        $monitor("Regfile: ra1 = %d, ra2 = %d, wa = %d, we = %b, wd = %h, rd1 = %h, rd2 = %h",
                 ra1, ra2, wa, we, wd, rd1, rd2);
    end
endmodule
module imem
    import common::*;
    import pipes::*;
    #(parameter VALID_ADDR_WIDTH = 8)(
        input u32 pc,
        output u32 instruction
    );
    u8 mem [2**VALID_ADDR_WIDTH-1:0];
    assign instruction = {
        mem[pc[VALID_ADDR_WIDTH-1:0]],
        mem[pc[VALID_ADDR_WIDTH-1:0]+1],
        mem[pc[VALID_ADDR_WIDTH-1:0]+2],
        mem[pc[VALID_ADDR_WIDTH-1:0]+3]
    };
    initial begin
        $readmemh("instructions.mem", mem);
    end
endmodule
module dmem
    import common::*;
    import pipes::*;
    #(parameter VALID_ADDR_WIDTH = 8)(
        input logic clk,
        input logic we,
        input u32 addr,
        input word_t write_data,
        output word_t read_data
    );
    u8 mem [2**VALID_ADDR_WIDTH-1:0];
    assign read_data = {
        mem[addr[VALID_ADDR_WIDTH-1:0]],
        mem[addr[VALID_ADDR_WIDTH-1:0]+1],
        mem[addr[VALID_ADDR_WIDTH-1:0]+2],
        mem[addr[VALID_ADDR_WIDTH-1:0]+3]
    };
    always_ff @(posedge clk) begin
        if (we) begin
            mem[addr[VALID_ADDR_WIDTH-1:0]] <= write_data[31:24];
            mem[addr[VALID_ADDR_WIDTH-1:0]+1] <= write_data[23:16];
            mem[addr[VALID_ADDR_WIDTH-1:0]+2] <= write_data[15:8];
            mem[addr[VALID_ADDR_WIDTH-1:0]+3] <= write_data[7:0];
        end
    end
endmodule
module Top
    import common::*;(
        input logic clk, reset,
        output u2 result
    );
    u32 pc, instruction, data_addr;
    word_t read_data, write_data;
    u1 write_enable;
    core core(
        .clk(clk), .reset(reset),
        .instr_addr(pc), .instruction(instruction),
        .data_addr(data_addr), .write_enable(write_enable),
        .read_data(read_data), .write_data(write_data)
    );
    imem imem(
        .pc(pc),
        .instruction(instruction)
    );
    dmem dmem(
        .clk(clk),
        .we(write_enable),
        .addr(data_addr),
        .write_data(write_data),
        .read_data(read_data)
    );
    logic [1:0] prev_result;
    always_ff @(posedge clk) begin
        if (reset) begin
            result <= 2'b00;
            prev_result <= 2'b00;
        end 
        else begin
            if (prev_result == 2'b10 || prev_result == 2'b01) begin
                result <= prev_result;
            end 
            else begin
                case (pc)
                    PC_SUCCESS: begin
                        result <= 2'b10;
                    end
                    PC_FAILED1, PC_FAILED2, PC_FAILED3: begin
                        result <= 2'b01;
                    end
                    default: begin
                        result <= 2'b00;
                    end
                endcase
                prev_result <= result;
            end
        end
    end
endmodule
==> flow/run.sh <==
#!/bin/bash
# OpenROAD 26Q1-2900-gdf79404cd8, Yosys 0.63+post, stock flow scripts
make -C /OpenROAD-flow-scripts/flow DESIGN_CONFIG=/design/flow/config.mk WORK_HOME=/design/flow/orfs finish
==> flow/config.mk <==
export PLATFORM = sky130hd
export DESIGN_NAME = Top
export DESIGN_NICKNAME = Top
export VERILOG_FILES = /design/flow/design.v
export SDC_FILE = /design/flow/constraint.sdc
export NUM_CORES = 4
export LEC_CHECK = 1
export CORE_AREA = 10 10 104 104
export DIE_AREA = 0 0 114 114
export SYNTH_HDL_FRONTEND = slang
export SYNTH_MEMORY_MAX_BITS = 65536
==> flow/constraint.sdc <==
current_design Top

set clk_period 4.1
set clk_io_pct 0.2

create_clock -name clk0 -period $clk_period [get_ports {clk}]

set non_clock_inputs [all_inputs -no_clocks]
set_input_delay [expr $clk_period * $clk_io_pct] -clock clk0 $non_clock_inputs
set_output_delay [expr $clk_period * $clk_io_pct] -clock clk0 [all_outputs]
==> results.cfg <==
; yosys + openroad results
[routing]
drc = 0
antennaDiodeCount = 0
via_per_inst = 4.019
drt_pre_antenna_iters = 4
routed_wire_length_per_instance_microns = 10.61
wl_microns = 2822
num_vias = 1069
detailedRoute.firstIterationViolations = 53
drt.antenna.violating_nets = 0

[yosys]
synth_flops = 34
mux_share_pct = 0
ys_sh_simple_pct = 26.19
synth.yosys.num_cells = 146
synth_area_sq_mm = 0.001629
synth.avg_cell_area_sq_um = 11.16
yosys.cell_types.count = 26
ys_seq_share_pct = 51.00
synth-main-ff-cell = sky130_fd_sc_hd__dfrtp_1
ys_sh_xor_pct = 15.05
synthTopLogicFamily = simple AND/OR/NAND/NOR gates
synth-edff-count = 0
synth_chip_area_sq_mm = 0.001629
syn-instance-count = 146
fa_ha_area_share_pct = 3.072
yosysWarnings = 32
aoi_share_pct = 2.842
asyncSetResetFlopFracSynth_pct = 88.24

[floorplanning]
chip_footprint_sq_mm = 0.01300
top_level_ports = 4
die_h_microns = 114
fp_util_pct = 18.77
fp.coreArea_sq_mm = 0.008678
die_width_microns = 114
floorplan.rows = 34

[run]
maxCapViolations = 0
warnings = 28

[critical_path]
crit_path_max_fanout = 22
setup.worst_path.start_class = input pin
worst_ep_required_time_ns = 4.32
timing.critical_path.to_type = flop
arrival_ns = 2.24
path_class = input pin to flop
cp_slowest_cell = sky130_fd_sc_hd__clkdlybuf4s50_1
worst_stage_delay_on_the_critical_path_ns = 0.47
critical_path.cell_chain = clkdlybuf4s50_1 > inv_1 > buf_4 > nand4_1 > o21ai_1

[clock_tree]
clock_buffers_created_by_tritoncts = 5
cts_sinks = 34
clock_tree.htree_level_count = 2
tritoncts = yes
clock_insertion_delay_worst_skew_ns = 0.28
cts.clk_slew.worst_paths_ns = 0.07
clockRootBuffer = sky130_fd_sc_hd__clkbuf_8
cts-hold-fix-buffers = 0
number_of_gates_resized_after_cts = 0
clockBufferDepth = 2
postCtsSetupBuffers = 0

[min_path]
timing.hold.worst.class = flop to flop

[power]
clock_power_share_pct = 46.9
p_switching_uw = 128.0
pwr-share-comb_pct = 1.2
sequentialPowerShare_pct = 51.8
cellLeakagePower_nw = 0.7805
power_switching_share_pct = 19.83
p_per_area_mw_per_mm2 = 337.6
cellInternalPower_uw = 517.5
worst_voltage_drop_across_the_vdd_grid_uv = 156.6

[placed_design]
gp_congestion = 0.7944
place.port_buffers = 3
placedInstanceArea_sq_mm = 0.001802
placed_cells_incl_taps = 258
hpwlAfterDp_microns = 2027

[global_route]
grt_first_pass_wirelength_microns = 5202
globalRouteOverflowTotal = 0
all_layer_global_routing_usage_pct = 4.738
antenna_found_initial = 0
via_count_of_the_first_global_routing_pass = 1130
largest_net_degree_at_the_start_of_global_routing = 23

[final_timing]
timing_worst_slew_pin_value_ns = 0.5800
fin_crit_period_ns = 2.020
timing.final.max_slew_violations = 0
finalSetupTns_ns = 0
setup_skew_ns = 0.007962
timing.final.crit_share_pct = 49.27
hold_slack_ns = 0.4707
slew-limit-headroom_pct = 61.12
rsz0062_at_grt = false
clock.fmax_mhz = 495.0
final-setup-viol-count = 0
finalHoldViolCount = 0

[finish]
nFillCells = 929
layout-drive-gt1-share_pct = 11.39
final-instance-count-excl-fill = 266
post-route-util_pct = 22.03
area.combinational_sq_um = 768.2
area_growth_syn_to_layout_pct = 17.36
post_route_design_area_sq_mm = 0.001912
register_area_sq_um = 830.8

[status]
run_status = finished, final reports clean
==> critical path: cells and delay by family <==
family                 cells  cell delay [ns]
buffers and inverters      3             1.21
AND-OR/OR-AND              1             0.08
AND/OR/NAND/NOR            1             0.12
==> synthesized netlist by cell type, types with 2 or more instances <==
| master | instances | share of area (%) |
|---|---|---|
| sky130_fd_sc_hd__nor2_1 | 8 | 1.8 |
| sky130_fd_sc_hd__dfrtp_1 | 30 | 46 |
| sky130_fd_sc_hd__nand4_1 | 13 | 5.0 |
| sky130_fd_sc_hd__xnor2_1 | 24 | 13 |
| sky130_fd_sc_hd__nand3_1 | 13 | 4.0 |
| sky130_fd_sc_hd__nor3_1 | 2 | 0.61 |
| sky130_fd_sc_hd__ha_1 | 4 | 3.1 |
| sky130_fd_sc_hd__and4_1 | 2 | 1.1 |
| sky130_fd_sc_hd__dfxtp_1 | 4 | 4.9 |
| sky130_fd_sc_hd__nand2_1 | 9 | 2.1 |
| sky130_fd_sc_hd__inv_1 | 8 | 1.8 |
| sky130_fd_sc_hd__or4_4 | 2 | 1.4 |
| sky130_fd_sc_hd__or4_1 | 4 | 1.8 |
| sky130_fd_sc_hd__and3_1 | 4 | 1.5 |
| sky130_fd_sc_hd__a21oi_1 | 3 | 0.92 |
| sky130_fd_sc_hd__xor2_1 | 4 | 2.2 |
| sky130_fd_sc_hd__nor4_4 | 3 | 3.9 |
==> path summary, 6_finish.rpt <==
check,start,to,slack [ns],depth (start not counted)
max,reset,result[1],2.08,5
min,core.instr_addr[31],core.instr_addr[31],0.47,1
max reg2reg,core.instr_addr[19],result[1],2.33,4
min reg2reg,core.instr_addr[31],core.instr_addr[31],0.47,1
max in group asynchronous,reset,core.instr_addr[18],2.52,3
min in group asynchronous,reset,core.instr_addr[28],0.95,2
==> per-layer routing <==
layer | up-vias | GRT usage, % | part of all wire, % | wire [microns]
met4 | 0 | 0.5848 | 0.74 | 21
met3 | 4 | 1.967 | 5.7 | 160
li1 | 539 | - | - | -
met5 | - | 0 | 0 | 0
met2 | 10 | 7.251 | 43 | 1217
met1 | 516 | 6.338 | 50 | 1423
==> registers in the layout (all words and copies together), names as in the netlist <==
signal and flops:
core.instr_addr 30, prev_result 2, result 2
==> power groups by stage <==
| stage | registers [mW] | clock network (mW) | logic [mW] |
|---|---|---|---|
| CTS | 0.335 | 0.310 | 0.00869 |
| finish | 0.335 | 0.303 | 0.00806 |
| global route | 0.334 | 0.325 | 0.00964 |
==> cells by family after synthesis <==
group / Yosys count
buffers and inverters: 8
adder cells (fa/ha/maj): 4
AND/OR/NAND/NOR: 65
XOR/XNOR: 28
AND-OR/OR-AND: 7
flip-flops: 34
==> cell usage in the layout (no fill, tap or decap) <==
master / synthesis / routed
sky130_fd_sc_hd__dfrtp_1: 30 / 30
sky130_fd_sc_hd__xnor2_1: 24 / 24
sky130_fd_sc_hd__nand4_1: 13 / 13
sky130_fd_sc_hd__nand3_1: 13 / 13
sky130_fd_sc_hd__nand2_1: 9 / 9
sky130_fd_sc_hd__inv_1: 8 / 8
sky130_fd_sc_hd__nor2_1: 8 / 8
sky130_fd_sc_hd__clkbuf_8: 0 / 5
sky130_fd_sc_hd__and3_1: 4 / 4
sky130_fd_sc_hd__xor2_1: 4 / 4
sky130_fd_sc_hd__or4_1: 4 / 4
sky130_fd_sc_hd__ha_1: 4 / 4
sky130_fd_sc_hd__dfxtp_1: 4 / 4
sky130_fd_sc_hd__nor4_4: 3 / 3
sky130_fd_sc_hd__a21oi_1: 3 / 3
sky130_fd_sc_hd__clkdlybuf4s50_1: 0 / 3
sky130_fd_sc_hd__and4_1: 2 / 2
sky130_fd_sc_hd__nor3_1: 2 / 2
sky130_fd_sc_hd__or4_4: 2 / 2
sky130_fd_sc_hd__nand4_2: 1 / 1
sky130_fd_sc_hd__nor3_2: 1 / 1
sky130_fd_sc_hd__nor4_2: 1 / 1
sky130_fd_sc_hd__and2_1: 1 / 1
sky130_fd_sc_hd__a21oi_2: 1 / 1
sky130_fd_sc_hd__o31ai_2: 1 / 1
sky130_fd_sc_hd__o21ai_0: 1 / 1
sky130_fd_sc_hd__nor4_1: 1 / 1
sky130_fd_sc_hd__o21ai_1: 1 / 1
sky130_fd_sc_hd__clkinvlp_4: 0 / 1
sky130_fd_sc_hd__bufinv_16: 0 / 1
sky130_fd_sc_hd__clkbuf_1: 0 / 1
sky130_fd_sc_hd__buf_4: 0 / 1
==> stage by stage <==
stage | setup WS, ns | power (mW)
after global placement | 1.745 | 0.3498
after floorplan | 2.234 | 0.3459
final | 2.080 | 0.6454
after CTS | 2.023 | 0.6530
after global routing | 1.883 | 0.6688
after detailed placement | 1.752 | 0.3498
==> final cells by class <==
class / count / area share (%)
clock buffer: 6 / 3.796
multi-input combinational: 104 / 40.18
inverter: 8 / 1.571
timing repair buffer: 4 / 1.963
clock inverter: 2 / 1.963
sequential: 34 / 43.46
tap: 108 / 7.068
No activity file was given, so power comes from the tool's default toggle rates.
